==> design/flow/run.sh <==
#!/bin/bash
# OpenROAD 26Q1-2900-gdf79404cd8, Yosys 0.63+post, stock flow scripts
make -C /OpenROAD-flow-scripts/flow DESIGN_CONFIG=/design/flow/config.mk WORK_HOME=/design/flow/orfs finish
==> design/flow/config.mk <==
export PLATFORM = sky130hd
export DESIGN_NAME = LED_Game
export DESIGN_NICKNAME = LED_Game
export VERILOG_FILES = /design/flow/design.v
export SDC_FILE = /design/flow/constraint.sdc
export NUM_CORES = 4
export LEC_CHECK = 1
export CORE_AREA = 10 10 81 81
export DIE_AREA = 0 0 91 91
==> design/flow/constraint.sdc <==
current_design LED_Game

set clk_period 2.5
set clk_io_pct 0.2

create_clock -name clk0 -period $clk_period [get_ports {clk}]

set non_clock_inputs [all_inputs -no_clocks]
set_input_delay [expr $clk_period * $clk_io_pct] -clock clk0 $non_clock_inputs
set_output_delay [expr $clk_period * $clk_io_pct] -clock clk0 [all_outputs]
==> design/flow/design.v <==
module LED_Game (
    input wire clk,               
    input wire reset,             
    input wire start_game,        
    input wire [2:0] button,      
    output wire [3:0] led,        
    output wire game_over         
);
parameter MAX_COUNT = 25000000;  
reg [3:0] special_led;   
reg [3:0] led_pattern;   
reg [31:0] count;         
reg game_started;   
reg game_active;    
reg game_won;       
localparam IDLE = 2'b00;
localparam PLAYING = 2'b01;
localparam GAME_OVER = 2'b10;
reg [1:0] state;
always @(posedge clk or posedge reset) begin
    if (reset) begin
        game_started <= 0;
        game_active <= 0;
        game_won <= 0;
        special_led <= 4'b0000;
        led_pattern <= 4'b0000;
        count <= 0;
        state <= IDLE;
    end else begin
        case(state)
            IDLE: begin
                if (start_game) begin
                    game_started <= 1;
                    game_active <= 1;
                    state <= PLAYING;
                end
            end
            PLAYING: begin
                if (game_active) begin
                    if (count >= MAX_COUNT) begin
                        game_active <= 0;
                        game_won <= 0;
                        state <= GAME_OVER;
                    end else if (button == special_led) begin
                        special_led <= special_led + 1;
                        count <= 0;
                        if (special_led == 4'b1111) begin
                            game_active <= 0;
                            game_won <= 1;
                            state <= GAME_OVER;
                        end
                    end else begin
                        game_active <= 0;
                        game_won <= 0;
                        state <= GAME_OVER;
                    end
                end
            end
            GAME_OVER: begin
                if (!game_started || start_game) begin
                    game_started <= 0;
                    game_active <= 0;
                    special_led <= 4'b0000;
                    led_pattern <= 4'b0000;
                    count <= 0;
                    state <= IDLE;
                end
            end
        endcase
    end
end
assign led = led_pattern;
assign game_over = (state == GAME_OVER);
always @(posedge clk) begin
    if (game_active) begin
        led_pattern <= $random;
    end
end
always @(posedge clk) begin
    if (game_active) begin
        count <= count + 1;
    end
end
endmodule
==> impl_metrics.csv <==
group,metric,value,unit
run,cap_viol_max_count,0,
drt,drc,0,
global_routing,grt_pass1_wl,1635,um
global_routing,antenna_found_initial,0,
drt,finalWirelength,1029,um
logic_synthesis,area_leaders,"dfrtp_1 (38%), buf_4 (5.7%), dfstp_2 (5.0%)",
sta,finalClockPeriodUsage,0.7055,
sta,period_needed,1.764,ns
clock_network,cts.clk_slew.worst_paths,0.04,ns
placed_design,io_buffers,6,
logic_synthesis,async_flop_share,1.000,
setup_path,critPathKind,"register to output pin",
global_routing,grt_pass1_vias,358,
logic_synthesis,ys_cells,55,
sta,fmax,567.0,MHz
finish,drive_above_1_share,0.08065,
clock_network,cts_setup_buffers,0,
logic_synthesis,synthTopCellsByCount,"dfrtp_1 (8), o21ai_0 (5), buf_4 (4), nand2_1 (4)",
clock_network,numCtsBuffers,3,
logic_synthesis,synth_cells,55,
clock_network,cts.path.max_buffers,2,
clock_network,root_buffer,"clkbuf_8",
floorplan,core,4817,um2
logic_synthesis,top_cell,"dfrtp_1",
logic_synthesis,avgSynthCellArea,9.555,um2
finish,regArea,226.5,um2
floorplan,io-pin-count,11,
clock_network,clock_latency,0.22,ns
logic_synthesis,top_area_cell,"dfrtp_1",
logic_synthesis,synth_top_area_share,0.3810,
drt,dr.pass1.iters,4,
logic_synthesis,synthesis.area,525.5,um2
placed_design,gp_congestion,0.7948,
setup_path,required,2.00,ns
placed_design,hpwl,825.1,um
finish,fill_cells,549,
logic_synthesis,yosysUniqueCellTypes,28,
power_and_ir_drop,p_leak,0.0002795,uW
logic_synthesis,synth_warnings,72,
floorplan,fp_util,0.1091,
clock_network,htreeDepth,1,
run,openroad.warnings,25,
floorplan,die_area,8281,um2
sta,slew_violations,0,
setup_path,cp_cell_sequence,"clkdlybuf4s50_1",
power_and_ir_drop,ir_drop,0.1889,mV
clock_network,cts_resized,0,
setup_path,endpoint_kind,"output pin",
floorplan,core.rowCount,25,
sta,grt_setup_unrepaired,"false",
sta,fin_tns_setup,0,ns
sta,hold_ws,0.4850,ns
setup_path,crit_fanout,11,
setup_path,arrival,1.26,ns
setup_path,worst_path_max_delay_cell,"clkdlybuf4s50_1",
drt,ant_nets,0,
min_path,hold_class,"register to register",
global_routing,grt_max_degree,12,
clock_network,cts_tree,"built",
drt,vias,401,
setup_path,cpPeakStageDelay,0.53,ns
logic_synthesis,yosys.stat.seqShare,0.4310,
setup_path,start_kind,"register",
logic_synthesis,ys_area,525.5,um2
setup_path,critical_path_buf_inv_count,1,
global_routing,track_usage,0.02412,
logic_synthesis,ys_seq_elements,9,
floorplan,fp.dieW,91,um
drt,insertedDiodeCount,0,
sta,setup_viol_count_final,0,
setup_path,cpLargestDelayFamily,"buffers and inverters",
outcome,status,"finished clean",
drt,first_iter_violations,20,
sta,hold_violations,0,
logic_synthesis,synthFlopType,"dfrtp_1",
drt,avgRoutedWirePerCell,7.977,um
finish,logic_area,261.5,um2
finish,area_growth,30.95,%
logic_synthesis,edf_count,0,
global_routing,grt_overflow,0,
sta,skew,0.002203,ns
clock_network,clkSinkCount,9,
floorplan,die_h,91,um
power_and_ir_drop,power_density,712.4,nW/um2
clock_network,holdBufCountCts,0,
drt,vias_per_cell,3.109,
tightest hold or removal path, delay by kind of cell (launching register included):
kind | cells | cell delay (ns)
AOI/OAI and AO/OA | 1 | 0.07
buffers and inverters | 1 | 0.04
DFF | 1 | 0.36
worst paths after layout:
path	start	endpoint	slack [ns]	cells past startpoint
worst max-delay path	state[1]	game_over	0.74	1
worst min-delay path	state[0]	state[0]	0.49	2
worst max register to register	special_led[0]	special_led[3]	1.01	4
worst min register to register	state[0]	state[0]	0.49	2
max in group asynchronous	reset	state[0]	1.64	2
min in group asynchronous	reset	special_led[0]	0.55	2
per-stage QoR:
step	util	worst slack [ns]	cell area (um2)	instances	total power [uW]
2_1_floorplan	-	1.158	536.8	58	302.3
3_3_place_gp	0.1335	0.5725	643.1	125	333.6
3_5_place_dp	0.1335	0.5881	643.1	125	331.3
4_1_cts	0.1429	0.7215	688.2	129	496.6
5_1_grt	0.1429	0.6699	688.2	129	527.6
6_report	0.1429	0.7364	688.2	129	490.3
state kept, by name (all words and copies together), names as in the netlist:
| signal | flops |
|---|---|
| special_led | 4 |
| state | 3 |
| game_active | 1 |
| game_started | 1 |
logic make-up after synthesis:
group | count (synthesis) | share of synthesized area
AND-OR/OR-AND | 15 | 0.1976
XOR/XNOR | 3 | 0.05001
adder cells (fa/ha/maj) | 1 | 0.02381
buffers and inverters | 9 | 0.09286
flip-flops | 9 | 0.4310
other | 1 | 0.007136
AND/OR/NAND/NOR | 17 | 0.1976
layout make-up:
cell class	count	area share
sequential	9	0.3291
clock buffer	4	0.06545
tap	67	0.1218
multi-input combinational	40	0.3800
inverter	3	0.01636
timing repair buffer	6	0.08727
metal layers:
metal	wire length, um	share of wire	vias to the layer above	GRT usage
met3	94	0.091	0	0.01660
met1	514	0.50	185	0.03167
met2	419	0.41	14	0.03401
met5	0	0	-	0
li1	-	-	202	-
met4	0	0	0	0
placed cells by master, fill, tap and decap left out, types with 2 or more instances in the layout:
| master | n |
|---|---|
| inv_1 | 3 |
| dfrtp_1 | 8 |
| a21o_1 | 3 |
| nand2_1 | 4 |
| nand3b_1 | 2 |
| o21ai_0 | 5 |
| xnor2_1 | 3 |
| clkbuf_8 | 3 |
| and2_1 | 2 |
| clkdlybuf4s50_1 | 6 |
| nand3_1 | 2 |
| conb_1 | 4 |
report_power, final:
part           internal (uW)  switching, uW  total, uW
sequential               180           46.5        226
clock                    110           50.1        161
combinational           57.5           45.7        103
Power is estimated from default activity; no workload was simulated.
